==> ./design.v <==
module mast_piso_addr(
    master_rd_wr,
    master_address,
    master_load_addr,
    master_shift_addr,
    master_scl_sixt,
    master_serial_out_addr
);
    input master_rd_wr;
    input master_load_addr, master_shift_addr;
    input master_scl_sixt;
    input [6:0] master_address;
    output master_serial_out_addr;
    reg [7:0] master_temp_addr;
    always @(negedge master_scl_sixt)
        if (master_load_addr)
            master_temp_addr <= {master_address, master_rd_wr};
        else if (master_shift_addr)
            master_temp_addr <= {master_temp_addr[6:0], 1'b0};
        else
            master_temp_addr <= master_temp_addr;
    assign master_serial_out_addr = master_temp_addr[7];
endmodule
==> ./run.sh <==
#!/bin/bash
# OpenROAD 26Q1-2900-gdf79404cd8, Yosys 0.63+post, stock flow scripts
make -C /OpenROAD-flow-scripts/flow DESIGN_CONFIG=/design/flow/config.mk WORK_HOME=/design/flow/orfs finish
==> ./config.mk <==
export PLATFORM = sky130hd
export DESIGN_NAME = mast_piso_addr
export DESIGN_NICKNAME = mast_piso_addr
export VERILOG_FILES = /design/flow/design.v
export SDC_FILE = /design/flow/constraint.sdc
export NUM_CORES = 4
export LEC_CHECK = 1
export CORE_AREA = 10 10 70 70
export DIE_AREA = 0 0 80 80
==> ./constraint.sdc <==
current_design mast_piso_addr

set clk_period 1.8
set clk_io_pct 0.2

create_clock -name clk0 -period $clk_period [get_ports {master_scl_sixt}]

set non_clock_inputs [all_inputs -no_clocks]
set_input_delay [expr $clk_period * $clk_io_pct] -clock clk0 $non_clock_inputs
set_output_delay [expr $clk_period * $clk_io_pct] -clock clk0 [all_outputs]
==> results.txt <==
yosys + openroad results -> status finished, violations left, failing checks setup timing, unrepaired setup endpoints after global routing true, Avg Inst Size Synth 19.7 sq um, Synth cell types 6, Crit path max-delay family flip-flops, Rel. slew slack 92.2%, Slowest-stage cell, CP edfxtp_1, tool warnings 36, setup bufs post-CTS 0, hold path depth 1, std cell rows 21, Crit Path Class reg2out, routed wire length 767 microns, most flop-heavy register master_temp_addr, GR Util All Layers 2.65%, DRC Markers 0, Critical Path Fanout Max 1, first-pass GRT wire length 1260 microns, Mapped Area 374 sq um, CTS H-Tree Depth 1, ys flops 8, overall power 505 uW, HP Class reg2reg, Regs by FF count master_temp_addr x8, Area growth syn-to-layout 63.5%, reg2reg start master_temp_addr[5], global placement routability congestion 0.721, synthesis area per yosys 374 sq um, CP required 1440 ps, vias in the first global route 270, Setup-failing EPs final 1, internal reg-to-reg setup slack 890 ps, CTS Root Cell clkbuf_4, dpl cells 76, worst path bufs/invs 1, R2R cell count 1, yosys cell count 19, Final Slew Violations 0, Clock Latency Late Sink 310 ps, setup slack after layout -229 ps, die outline width 80 microns, Num CTS Buffers 3, cells along the critical path buf_2, worst hold endpoint master_temp_addr[2], clock net sink count 8, initial antenna violation count 0, Ys Warns 1, DR vias 238, post-synthesis instance total 19, Via density 2.74, max reg flops 8, Diodes inserted 0, Leak 0.280 nW, power per cell area 825 mW/mm^2, clock buffer depth 2, Hold Crit Start master_temp_addr[1], Clock transition at path regs 30 ps, register area share after synthesis 64.2%, pin count of the biggest net entering global routing 9, arrival time worst endpoint 1670 ps, GRT overflow 0, die height 80 microns, fp util 11.0%, input/output buffers 11, die area 0.00640 sq mm, worst r2r dst master_temp_addr[6], Worst-Margin Slew 116 ps, crit end category primary output, Clock Skew 4.83 ps, maxcap violations 0, Detail Route Antenna Nets 0, Iter 0 DRT Violations 16, share of layout cells above drive strength 1 39.0%, DR WL/cell 8.82 microns, Ports 12, most frequent cells in the layout inv_1, dlygate4sd2_1, edfxtp_1, mux2_4, clkbuf_4, Hold Fails Final Rpt 0, core box area 0.00342 sq mm, Non-Filler Instances 87, CP startpoint kind flop, slowest stage delay, CP 340 ps, TritonCTS clock tree built, DRT Pass-1 Iters 4, fillers 384, Max VDD drop 0.474 mV
-- cells in the mapped netlist (all sizes together) --
library cell / instances / share of area [%]
and2: 1 / 2.0
buf: 1 / 3.0
edfxtp: 8 / 64
inv: 1 / 1.0
mux2: 7 / 28
or2: 1 / 1.7
-- what timing repair did --
item	CTS	global route
gates cloned	1	0
pin swaps	1	0
hold buffers	0	0
endpoints found under the setup margin	17	1
gates resized	17	0
-- cell families (layout without fill, tap and decap cells) --
| logic type | Yosys count | in the layout | synth area share (%) |
|---|---|---|---|
| buffers and inverters | 2 | 24 | 4.01 |
| and+or+nand+nor | 2 | 2 | 3.68 |
| DFF | 8 | 8 | 64.2 |
| muxes | 7 | 7 | 28.1 |
-- power by group --
part | internal (mW) | switching, mW
logic | 0.0492 | 0.0177
registers | 0.231 | 0.00538
clock network | 0.100 | 0.102
total | 0.380 | 0.125
-- through the flow --
stage                     setup WS (ps)  cell area, sq um  util [%]  hold WS [ps]  TNS [ps]
after floorplan                    -118               385         -           527     -1590
after global placement             -661               553      16.2           531    -10150
after detailed placement           -669               553      16.2           539    -10280
after CTS                          -242               612      17.9           541      -242
after global routing               -268               612      17.9           562      -268
final                              -229               612      17.9           540      -229
-- per-layer routing --
layer | GRT usage (%) | share of wire, % | vias up
li1 | - | - | 117
met1 | 3.50 | 51 | 106
met2 | 2.81 | 34 | 13
met3 | 2.61 | 14 | 2
met4 | 0.704 | 0.78 | 0
met5 | 0 | 0 | -
-- area by class of cell --
cell class | count | area (sq um) | area share (%)
timing repair buffer | 13 | 140 | 22.9
clock inverter | 8 | 30.0 | 4.91
multi-input combinational | 9 | 121 | 19.8
sequential | 8 | 240 | 39.3
tap | 46 | 57.6 | 9.41
clock buffer | 3 | 22.5 | 3.68
-- worst max path at each step --
stage | start | end | slack [ps] | cells past startpoint
6_report | master_temp_addr[7] | master_serial_out_addr | -230 | 1
4_1_cts | master_temp_addr[7] | master_serial_out_addr | -240 | 1
5_1_grt | master_temp_addr[7] | master_serial_out_addr | -270 | 1
No activity file was given, so power comes from the tool's default toggle rates.
