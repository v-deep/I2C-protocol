## design.v

```verilog
module mast_fsm(
    master_start_bit, master_rd_wr, master_scl_sixt, master_rst, master_ack, master_load_add, master_shift_add,
    master_load_data, master_shift_data, master_mux_sel, master_tri_en, master_demux_sel, master_shift_d_slave, master_ack_sel, mast_scl_en
);
    input master_rd_wr, master_scl_sixt, master_rst, master_ack, master_start_bit;
    output reg master_load_add, master_shift_add;
    output reg master_load_data, master_shift_data, master_ack_sel;
    output reg [1:0] master_mux_sel;
    output reg master_tri_en, master_demux_sel, master_shift_d_slave;
    output reg mast_scl_en;
    parameter master_idle = 4'b0000, master_start = 4'b0001, transmit_scl = 4'b0010, master_address = 4'b0011,
        master_ack_add = 4'b0100, master_send_data = 4'b0101, master_ack_rd = 4'b0110, master_receive_data = 4'b0111,
        master_ack_sd = 4'b1000, master_stop = 4'b1001;
    reg [3:0] master_state;
    reg [3:0] master_next_state;
    reg go;
    integer master_count = 1;
    always @(negedge master_scl_sixt)
        if (go)
            master_count <= master_count + 1;
        else
            master_count <= 1;
    always @(master_state, master_rd_wr, master_ack, master_start_bit, master_count)
        case (master_state)
            master_idle:
                master_next_state = (master_start_bit == 1) ? master_start : master_idle;
            master_start:
                begin
                    master_next_state = transmit_scl;
                end
            transmit_scl:
                begin
                    master_next_state = master_address;
                end
            master_address:
                begin
                    go = (master_count == 8) ? 0 : 1;
                    master_next_state = (master_count == 8) ? master_ack_add : master_address;
                end
            master_ack_add:
                master_next_state = (master_ack == 0) ? ((master_rd_wr == 0) ? master_send_data : master_receive_data) : ((master_rd_wr == 0) ? master_idle : master_idle);
            master_send_data:
                begin
                    go = (master_count == 8) ? 0 : 1;
                    master_next_state = (master_count == 8) ? master_ack_rd : master_send_data;
                end
            master_ack_rd:
                master_next_state = (master_ack == 0) ? master_stop : master_send_data;
            master_receive_data:
                begin
                    go = (master_count == 8) ? 0 : 1;
                    master_next_state = (master_count == 8) ? master_ack_sd : master_receive_data;
                end
            master_ack_sd:
                master_next_state = master_stop;
            master_stop:
                master_next_state = master_idle;
            default:
                master_next_state = master_idle;
        endcase
    always @(negedge master_scl_sixt, negedge master_rst)
        if (!master_rst)
            master_state <= master_idle;
        else
            master_state <= master_next_state;
    always @(master_state)
        if (master_state == master_idle)
        begin
            master_tri_en = 1'b1;
            master_demux_sel = 1'b0;
            master_shift_d_slave = 1'b0;
            master_load_add = 1'b0;
            master_shift_add = 1'b0;
            master_ack_sel = 0;
            master_load_data = 1'b0;
            master_shift_data = 1'b0;
            mast_scl_en = 0;
        end
        else if (master_state == master_start)
        begin
            master_tri_en = 1'b0;
            master_demux_sel = 1'b0;
            master_shift_d_slave = 1'b0;
            master_load_add = 1'b1;
            master_shift_add = 1'b0;
            master_ack_sel = 0;
            master_load_data = 1'b0;
            master_shift_data = 1'b0;
            master_mux_sel = 2'b00;
            mast_scl_en = 0;
        end
        else if (master_state == transmit_scl)
        begin
            master_tri_en = 1'b0;
            master_demux_sel = 1'b0;
            master_shift_d_slave = 1'b0;
            master_load_add = 1'b0;
            master_shift_add = 1'b0;
            master_ack_sel = 1'b0;
            master_load_data = 1'b0;
            master_shift_data = 1'b0;
            master_mux_sel = 2'b00;
            mast_scl_en = 1'b1;
        end
        else if (master_state == master_address)
        begin
            master_tri_en = 1'b0;
            master_demux_sel = 1'b0;
            master_shift_d_slave = 1'b0;
            master_load_add = 1'b0;
            master_shift_add = 1'b1;
            master_ack_sel = 0;
            master_load_data = 1'b0;
            master_shift_data = 1'b0;
            master_mux_sel = 2'b01;
            mast_scl_en = 1;
        end
        else if (master_state == master_ack_add)
        begin
            master_tri_en = 1'b1;
            master_demux_sel = 1'b0;
            master_shift_d_slave = 1'b0;
            master_load_add = 1'b0;
            master_shift_add = 1'b0;
            master_ack_sel = 0;
            master_load_data = 1'b1;
            master_shift_data = 1'b0;
            master_mux_sel = 2'b00;
            mast_scl_en = 1;
        end
        else if (master_state == master_send_data)
        begin
            master_tri_en = 1'b0;
            master_demux_sel = 1'b0;
            master_shift_d_slave = 1'b0;
            master_load_add = 1'b0;
            master_shift_add = 1'b0;
            master_ack_sel = 0;
            master_load_data = 1'b0;
            master_shift_data = 1'b1;
            master_mux_sel = 2'b10;
            mast_scl_en = 1;
        end
        else if (master_state == master_receive_data)
        begin
            master_tri_en = 1'b1;
            master_demux_sel = 1'b1;
            master_shift_d_slave = 1'b1;
            master_load_add = 1'b0;
            master_shift_add = 1'b0;
            master_ack_sel = 0;
            master_load_data = 1'b0;
            master_shift_data = 1'b0;
            master_mux_sel = 2'b00;
            mast_scl_en = 1;
        end
        else if (master_state == master_ack_rd)
        begin
            master_tri_en = 1'b1;
            master_demux_sel = 1'b0;
            master_shift_d_slave = 1'b0;
            master_load_add = 1'b0;
            master_shift_add = 1'b0;
            master_ack_sel = 0;
            master_load_data = 1'b0;
            master_shift_data = 1'b0;
            master_mux_sel = 2'b11;
            mast_scl_en = 1;
        end
        else if (master_state == master_ack_sd)
        begin
            master_tri_en = 1'b0;
            master_demux_sel = 1'b0;
            master_shift_d_slave = 1'b0;
            master_load_add = 1'b0;
            master_shift_add = 1'b0;
            master_ack_sel = 1;
            master_load_data = 1'b0;
            master_shift_data = 1'b0;
            master_mux_sel = 2'b11;
            mast_scl_en = 1;
        end
        else if (master_state == master_ack_sd)
        begin
            master_tri_en = 1'b0;
            master_demux_sel = 1'b0;
            master_shift_d_slave = 1'b0;
            master_load_add = 1'b0;
            master_shift_add = 1'b0;
            master_ack_sel = 1;
            master_load_data = 1'b0;
            master_shift_data = 1'b0;
            master_mux_sel = 2'b11;
            mast_scl_en = 1;
        end
        else if (master_state == master_stop)
        begin
            master_tri_en = 1'b1;
            master_demux_sel = 1'b0;
            master_shift_d_slave = 1'b0;
            master_load_add = 1'b0;
            master_shift_add = 1'b0;
            master_ack_sel = 0;
            master_load_data = 1'b0;
            master_shift_data = 1'b0;
            master_mux_sel = 2'b11;
            mast_scl_en = 0;
        end
        else
        begin
            master_tri_en = 1'b0;
            master_demux_sel = 1'b0;
            master_shift_d_slave = 1'b0;
            master_load_add = 1'b0;
            master_shift_add = 1'b0;
            master_ack_sel = 0;
            master_load_data = 1'b0;
            master_shift_data = 1'b0;
            master_mux_sel = 2'b11;
            mast_scl_en = 0;
        end
endmodule
```

## run.sh

```bash
#!/bin/bash
# OpenROAD 26Q1-2900-gdf79404cd8, Yosys 0.63+post, stock flow scripts
make -C /OpenROAD-flow-scripts/flow DESIGN_CONFIG=/design/flow/config.mk WORK_HOME=/design/flow/orfs finish
```

## config.mk

```make
export PLATFORM = sky130hd
export DESIGN_NAME = mast_fsm
export DESIGN_NICKNAME = mast_fsm
export VERILOG_FILES = /design/flow/design.v
export SDC_FILE = /design/flow/constraint.sdc
export NUM_CORES = 4
export LEC_CHECK = 1
export CORE_UTILIZATION = 30
```

## constraint.sdc

```tcl
current_design mast_fsm

set clk_period 3.9
set clk_io_pct 0.2

create_clock -name clk0 -period $clk_period [get_ports {master_scl_sixt}]

set non_clock_inputs [all_inputs -no_clocks]
set_input_delay [expr $clk_period * $clk_io_pct] -clock clk0 $non_clock_inputs
set_output_delay [expr $clk_period * $clk_io_pct] -clock clk0 [all_outputs]
```

==> flow_metrics.env <==
# flow metrics
export IMPL_outcome="finished, violations left"
export IMPL_final_core_util_pct=41.15
export IMPL_ios=16
export IMPL_ys_flops=45
export IMPL_end_kind="output port"
export IMPL_grt_usage_pct=13.28
export IMPL_ys_area_sq_um=2122
export IMPL_critPathKind="reg2out"
export IMPL_vias_per_cell=4.783
export IMPL_drive_above_1_share_pct=18.45
export IMPL_switchingPower_w=0.0002430
export IMPL_grt_pass1_wl_mm=7.941
export IMPL_wl_mm=4.580
export IMPL_synth_cells=243
export IMPL_setup_viol=9
export IMPL_violations="setup timing"
export IMPL_ys_cells=243
export IMPL_reg2reg_from="master_count[2]$_SDFF_NN0_"
export IMPL_antenna_found_initial=0
export IMPL_report_final_slew_viol_count=0
export IMPL_rr_worst_depth=4
export IMPL_dieArea_sq_um=7414
export IMPL_min_from="master_count[0]$_SDFF_NN1_"
export IMPL_syn_avg_cell_area_sq_um=8.733
export IMPL_htree_levels=2
export IMPL_worstPathArrival_ns=3.48
export IMPL_clock_path_buffers=2
export IMPL_path_buffers=2
export IMPL_num_rows=30
export IMPL_r2r_slack_ns=1.67
export IMPL_grt_max_degree=23
export IMPL_cap_viol_max_count=0
export IMPL_tightest_slew_ns=0.8071
export IMPL_untimed_endpoints=5
export IMPL_crit_slowest_cell="or3_4"
export IMPL_peakVddDrop_v=0.0001098
export IMPL_dp_final_hpwl_mm=2.911
export IMPL_fillCellCount=703
export IMPL_finalPower_w=0.0008918
export IMPL_synthToLayoutAreaGrowth_pct=32.49
export IMPL_die_w_microns=86.11
export IMPL_wl_per_cell_microns=11.31
export IMPL_place_congestion=0.8363
export IMPL_vias=1937
export IMPL_ff_latch_area_sq_um=937.1
export IMPL_initCoreUtil_pct=31.06
export IMPL_min_delay_path_depth=1
export IMPL_grt_setup_unrepaired="true"
export IMPL_r2r_end="master_count[21]$_SDFF_NN0_"
export IMPL_cts_tree="done"
export IMPL_leakage_nw=1.258
export IMPL_core_area_sq_um=6832
export IMPL_path_max_fanout=2
export IMPL_holdCritPathClass="reg2reg"
export IMPL_cts_buffers=5
export IMPL_swShare_pct=27.25
export IMPL_crit_path_max_incr_delay_ns=0.40
export IMPL_drt_iter0_drc=111
export IMPL_unclocked_pins=3
export IMPL_setup_ws_ns=-0.3590
export IMPL_overflow=0
export IMPL_yosys_warnings=1
export IMPL_grt_pass1_vias=1755
export IMPL_critPathTopFamily="simple AND/OR/NAND/NOR gates"
export IMPL_io_buffer_count=15
export IMPL_hold_end="master_count[0]$_SDFF_NN1_"
export IMPL_skew_ns=0.06670
export IMPL_path_clk_slew_ns=0.06
export IMPL_drc=0
export IMPL_hold_viol=0
export IMPL_ant_nets=0
export IMPL_pwr_share_seq_pct=48.6
export IMPL_cellPowerDensity_nw_per_um2=317.2
export IMPL_root_buffer="clkbuf_8"
export IMPL_warnings=61
export IMPL_combPwrFrac_pct=0.9
export IMPL_intPower_w=0.0006488
export IMPL_logic_area_sq_um=1162
export IMPL_drt_pass1_iterations=4
export IMPL_worstPathRequired_ns=3.12
export IMPL_worstSkewPairLatency_ns=0.36
export IMPL_crit_path_start_kind="register"
export IMPL_syn_area_sq_um=2122
export IMPL_diodes=0
export IMPL_crit_path_cell_trace="or3_4 -> buf_6 -> nor4_4 -> buf_2"
export IMPL_pwr_share_clk_pct=50.5
export IMPL_ys_types=38
export IMPL_slew_headroom_pct=46.04
export IMPL_die_y_microns=86.11
## metrics by stage
stage                     instance area (sq um)  hold slack [ns]  instances  setup TNS [ns]  worst slack (ns)
after floorplan                            2122           0.3793        243               0           0.05311
after global placement                     2447           0.4270        356          -2.160           -0.3350
after detailed placement                   2447           0.4352        356          -2.215           -0.3510
after CTS                                  2796           0.4470        405          -2.340           -0.3766
after global routing                       2811           0.4728        405          -2.913           -0.4217
final                                      2811           0.4496        405          -2.390           -0.3590
## cells in the mapped netlist (all sizes together)
cell type,n,share of area [%]
dfxtp,32,30
nand2,23,4.1
nor2,19,3.4
nor4,16,5.6
a21oi,13,3.1
nand3,13,3.3
inv,12,2.1
clkbuf,10,1.8
dfrtn,9,11
mux2i,8,3.8
nand2b,8,2.4
xor2,8,3.3
or3,7,2.1
or4,7,2.5
nand4,6,1.8
o21ai,6,1.4
o31ai,6,2.1
and4,5,2.1
and2,4,1.2
nor3,4,0.94
and3,3,0.88
buf,3,0.94
dlxtn,3,2.1
xnor2,3,1.2
a21o,2,0.71
a221o,2,0.94
ha,2,1.2
nor4b,2,0.83
a211oi,1,0.35
a32o,1,0.47
dfstp,1,1.2
nor2b,1,0.29
nor3b,1,0.35
o21bai,1,0.35
o41a,1,0.53
## power by group through the flow
stage / logic (W) / clock network [W] / registers [W]
6_report: 0.00000805 / 0.000450 / 0.000434
5_1_grt: 0.00000909 / 0.000518 / 0.000432
4_1_cts: 0.00000833 / 0.000475 / 0.000433
## registers in the layout, indices dropped and copies added, names as in the netlist
| name | flops |
|---|---|
| master_state | 10 |
| master_count | 32 |
| master_mux_sel | 2 |
| go | 1 |
## logic make-up after synthesis
| family | synth area share, % |
|---|---|
| simple gates | 31.55 |
| flops | 42.04 |
| compound gates | 9.964 |
| buf+inv | 4.835 |
| xor+xnor | 4.540 |
| mux | 3.774 |
| latches | 2.122 |
| fa+ha+maj | 1.179 |
## final cells by class
cell class	count	area share (%)
clock buffer	6	3.338
clock inverter	35	4.940
inverter	11	1.558
multi-input combinational	173	41.34
sequential	45	33.33
tap	96	4.272
timing repair buffer	39	11.21
## routing by layer
layer	vias to the layer above	part of all wire, %	GRT usage, %
met5	-	0	0
li1	1005	-	-
met2	27	43	18.90
met4	0	0.33	2.727
met1	902	53	20.50
met3	3	2.9	3.809
## what timing repair did
action | in CTS | in global routing
setup buffers | 9 | 1
pin swaps | 11 | 5
setup endpoints to repair | 9 | 9
gates resized | 49 | 4
hold buffers | 0 | 0
## layout by cell type, fill, tap and decap left out, types with 7 or more instances in the layout
| cell | synthesis | layout |
|---|---|---|
| inv_1 | 12 | 43 |
| dfxtp_1 | 32 | 32 |
| nand2_1 | 23 | 22 |
| nor2_1 | 19 | 16 |
| buf_4 | 2 | 16 |
| a21oi_1 | 13 | 13 |
| nand3_1 | 12 | 11 |
| nor4_1 | 13 | 10 |
| dfrtn_1 | 9 | 9 |
| buf_2 | 1 | 9 |
| nand2b_1 | 8 | 8 |
| mux2i_1 | 8 | 8 |
| xor2_1 | 8 | 8 |
| buf_6 | 0 | 8 |
| or4_1 | 7 | 7 |
## how the worst max path moves through the flow
stage	start	endpoint	slack, ns	cells past startpoint
4_1_cts	master_state[8]$_DFF_NN0_	master_shift_data	-0.38	4
5_1_grt	master_state[8]$_DFF_NN0_	master_demux_sel	-0.42	5
6_report	master_state[8]$_DFF_NN0_	master_shift_data	-0.36	4
Power and IR drop assume default switching activity.
