===== flow/design.v =====
module mast_piso_data(
    master_data,
    master_scl_sixt,
    master_load_data,
    master_shift_data,
    master_serial_out_data
);
    input [7:0] master_data;
    input master_load_data, master_shift_data;
    input master_scl_sixt;
    output master_serial_out_data;
    reg [7:0] master_temp_data;
    always @(negedge master_scl_sixt)
        if (master_load_data)
            master_temp_data <= master_data;
        else if (master_shift_data)
            master_temp_data <= {master_temp_data[6:0], 1'b0};
        else
            master_temp_data <= master_temp_data;
    assign master_serial_out_data = master_temp_data[7];
endmodule

===== flow/run.sh =====
#!/bin/bash
# OpenROAD 26Q1-2900-gdf79404cd8, Yosys 0.63+post, stock flow scripts
make -C /OpenROAD-flow-scripts/flow DESIGN_CONFIG=/design/flow/config.mk WORK_HOME=/design/flow/orfs finish

===== flow/config.mk =====
export PLATFORM = sky130hd
export DESIGN_NAME = mast_piso_data
export DESIGN_NICKNAME = mast_piso_data
export VERILOG_FILES = /design/flow/design.v
export SDC_FILE = /design/flow/constraint.sdc
export NUM_CORES = 4
export LEC_CHECK = 1
export CORE_AREA = 10 10 70 70
export DIE_AREA = 0 0 80 80

===== flow/constraint.sdc =====
current_design mast_piso_data

set clk_period 1.8
set clk_io_pct 0.2

create_clock -name clk0 -period $clk_period [get_ports {master_scl_sixt}]

set non_clock_inputs [all_inputs -no_clocks]
set_input_delay [expr $clk_period * $clk_io_pct] -clock clk0 $non_clock_inputs
set_output_delay [expr $clk_period * $clk_io_pct] -clock clk0 [all_outputs]

==> flow_metrics.env <==
# yosys + openroad results
export IMPL_run_status="complete, but fails checks"
export IMPL_violated_checks="negative setup slack"
export IMPL_asyncSetResetFlopFracSynth=0
export IMPL_holdCritStartpoint="master_temp_data[4]$_DFFE_NP_"
export IMPL_crit_path_start_kind="flop"
export IMPL_timing_rr_start="master_temp_data[5]$_DFFE_NP_"
export IMPL_placedCellCount=76
export IMPL_fp_util=0.110
export IMPL_synth_top_cells_by_area="sky130_fd_sc_hd__edfxtp_1 (64%), sky130_fd_sc_hd__mux2_4 (28%), sky130_fd_sc_hd__buf_6 (3.0%)"
export IMPL_top_cell_area_share=0.642
export IMPL_chipWidth_um=80
export IMPL_clock_path_buffers=2
export IMPL_detailed_place_area_um2=553
export IMPL_synthTopLogicFamily="multiplexers"
export IMPL_ant_diodes=0
export IMPL_drive_gt1_frac=0.390
export IMPL_totalPowerFinal_uw=516
export IMPL_synth_seq_area_share=0.642
export IMPL_synth_compound_gate_area_share=0
export IMPL_grtUsageTotal=0.0260
export IMPL_syn_cell_area_um2=374
export IMPL_grt_max_degree=9
export IMPL_cellInternalPower_uw=380
export IMPL_power_share_switching=0.263
export IMPL_synthAdderAreaFrac=0
export IMPL_worst_r2r_endpoint="master_temp_data[6]$_DFFE_NP_"
export IMPL_ys_top_cells_by_count="sky130_fd_sc_hd__edfxtp_1 (8), sky130_fd_sc_hd__mux2_4 (7)"
export IMPL_vias=231
export IMPL_final_instance_count_excl_fill=87
export IMPL_io_pins=12
export IMPL_ys_chip_area_um2=374
export IMPL_fin_hold_ws_ns=0.533
export IMPL_cp_max_fo=1
export IMPL_yosys_cell_count=19
export IMPL_max_cap_violations=0
export IMPL_die_area_um2=6400
export IMPL_largest_register="master_temp_data"
export IMPL_layout_cell_area_non_filler_um2=612
export IMPL_power_per_cell_area_nw_per_um2=844
export IMPL_synth_mux_area_fraction=0.281
export IMPL_final_max_slew_viol_count=0
export IMPL_grt_antenna_before_repair=0
export IMPL_design_core_area_um2=3420
export IMPL_postRouteWirelength_um=793
export IMPL_worst_hold_path_num_cells=1
export IMPL_largest_regs="master_temp_data (8)"
export IMPL_crit_path_cell_trace="buf_2"
export IMPL_clk_pin_slew_ns=0.05
export IMPL_dr_first_iter_drc_count=3
export IMPL_post_drt_wl_per_cell_um=9.11
export IMPL_vias_per_cell=2.66
export IMPL_timing_critical_path_required_ns=1.44
export IMPL_vias_in_the_first_global_route=259
export IMPL_dominantRegCellSynth="sky130_fd_sc_hd__edfxtp_1"
export IMPL_clkPwrFrac=0.415
export IMPL_place_congestion=0.721
export IMPL_worst_path_dominant_cell_family="flip-flops"
export IMPL_number_of_input_and_output_port_buffers_inserted=11
export IMPL_global_route_overflow_total=0
export IMPL_largest_register_ff_count=8
export IMPL_finClkSkew_ns=0.0149
export IMPL_cts_tree="done"
export IMPL_ys_sh_simple=0.0368
export IMPL_global_route_wire_length_before_repair_mm=1.20
export IMPL_timing_max_slew_rel_slack=0.923
export IMPL_post_synth_inst_count=19
export IMPL_synth_area_in_xor_xnor=0
export IMPL_cts_htree_levels=1
export IMPL_synthesis_yosys_warnings=1
export IMPL_final_setup_viol_count=1
export IMPL_std_cell_rows=21
export IMPL_clock_insertion_delay_worst_skew_ns=0.33
export IMPL_setup_repair_after_global_routing_missed_its_margin="yes"
export IMPL_worst_path_max_delay_cell="sky130_fd_sc_hd__edfxtp_1"
export IMPL_critical_path_arrival_ns=1.67
export IMPL_power_combinational_fraction=0.129
export IMPL_worst_ir_drop_vdd_mv=0.322
export IMPL_number_of_enable_flip_flop_cells=8
export IMPL_ys_types=6
export IMPL_p_seq_frac=0.456
export IMPL_final_hold_violation_count=0
export IMPL_min_delay_path_class="reg2reg"
export IMPL_die_y_um=80
export IMPL_cts_sink_count=8
export IMPL_drc_errors=0
export IMPL_post_synth_cell_area_avg_um2=19.7
export IMPL_stage_log_warnings=36
export IMPL_top_cell="sky130_fd_sc_hd__edfxtp_1"
export IMPL_worst_slew_pin_transition_ns=0.115
export IMPL_largest_area_cell="sky130_fd_sc_hd__edfxtp_1"
export IMPL_numCtsBuffers=3
export IMPL_dr_pass1_iters=2
export IMPL_area_growth_synth_to_final_pct=63.5
export IMPL_antenna_violating_nets_post_route=0
export IMPL_timing_setup_critical_path_class="reg2out"
export IMPL_netSwitchingPower_uw=136
export IMPL_ys_ff=8
export IMPL_worst_path_bufs_invs=1
export IMPL_reg2reg_depth=1
export IMPL_postLayoutCoreUtil=0.179
export IMPL_worst_setup_slack_final_ns=-0.231
export IMPL_worst_hold_path_endpoint="master_temp_data[5]$_DFFE_NP_"
export IMPL_power_static_leakage_uw=0.000280
export IMPL_critical_path_max_stage_delay_ns=0.34
export IMPL_end_kind="output pin"
export IMPL_cts_root_buf="sky130_fd_sc_hd__clkbuf_4"
export IMPL_ff2ff_setup_slack_ns=0.89
-- per-layer routing --
layer | GRT usage | vias up | wire length [um]
li1 | - | 117 | -
met1 | 0.0336 | 98 | 408
met2 | 0.0241 | 14 | 257
met3 | 0.0318 | 2 | 120
met4 | 0.00704 | 0 | 7
met5 | 0 | - | 0
-- power by group through the flow --
stage         clock, uW  combinational [uW]  sequential [uW]
CTS                 223                68.2              236
finish              214                66.7              236
global route        247                72.2              237
-- cells in the final DEF, fill, tap and decap left out --
| cell type | count |
|---|---|
| sky130_fd_sc_hd__and2_2 | 1 |
| sky130_fd_sc_hd__buf_12 | 1 |
| sky130_fd_sc_hd__or2_4 | 1 |
| sky130_fd_sc_hd__inv_1 | 8 |
| sky130_fd_sc_hd__mux2_4 | 7 |
| sky130_fd_sc_hd__buf_16 | 1 |
| sky130_fd_sc_hd__buf_2 | 1 |
| sky130_fd_sc_hd__clkdlybuf4s50_1 | 1 |
| sky130_fd_sc_hd__buf_4 | 1 |
| sky130_fd_sc_hd__edfxtp_1 | 8 |
| sky130_fd_sc_hd__dlygate4sd2_1 | 8 |
| sky130_fd_sc_hd__clkbuf_4 | 3 |
-- timing repair --
| action | 4_1_cts | 5_1_grt |
|---|---|---|
| setup buffers | 0 | 0 |
| pin swaps | 1 | 0 |
| hold buffers | 0 | 0 |
| endpoints found under the setup margin | 17 | 1 |
| gates resized | 17 | 0 |
| gates cloned | 1 | 0 |
-- kinds of logic after synthesis --
group,Yosys count
flops,8
mux,7
simple gates,2
buf+inv,2
-- how the worst max path moves through the flow --
stage / start / end / slack, ns / cells past startpoint
CTS: master_temp_data[7]$_DFFE_NP_ / master_serial_out_data / -0.25 / 1
finish: master_temp_data[7]$_DFFE_NP_ / master_serial_out_data / -0.23 / 1
global route: master_temp_data[7]$_DFFE_NP_ / master_serial_out_data / -0.27 / 1
-- metrics by stage --
stage	TNS (ns)	setup slack, ns
after detailed placement	-10.23	-0.671
after CTS	-0.248	-0.248
after floorplan	-1.59	-0.118
after global placement	-10.20	-0.664
final	-0.231	-0.231
after global routing	-0.270	-0.270
-- area by class of cell --
type,instances,area (um2)
clock buffer,3,22.5
clock inverter,8,30.0
fill,384,2800
multi-input combinational,9,121
sequential,8,240
tap,46,57.6
timing repair buffer,13,140
No activity file was given, so power comes from the tool's default toggle rates.
